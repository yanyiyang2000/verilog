<file path="./config.mk">
export PLATFORM = sky130hd
export DESIGN_NAME = spi_slave
export DESIGN_NICKNAME = spi_slave
export VERILOG_FILES = /design/flow/design.v
export SDC_FILE = /design/flow/constraint.sdc
export NUM_CORES = 4
export LEC_CHECK = 1
export CORE_AREA = 10 10 80 80
export DIE_AREA = 0 0 90 90
export SYNTH_HDL_FRONTEND = slang
</file>
<file path="./constraint.sdc">
current_design spi_slave

set clk_period 2.2
set clk_io_pct 0.2

create_clock -name clk0 -period $clk_period [get_ports {clk_i}]

set non_clock_inputs [all_inputs -no_clocks]
set_input_delay [expr $clk_period * $clk_io_pct] -clock clk0 $non_clock_inputs
set_output_delay [expr $clk_period * $clk_io_pct] -clock clk0 [all_outputs]
</file>
<file path="./design.v">
`timescale 1ns / 1ps
module spi_slave(
    input  clk_i,
    input  sclk_i,
    input  ss_i,
    input  sdi_i,
    output sdo_o
    );
    reg [1:0] sclk_r;            
    reg [1:0] ss_r;              
    reg       en_r;              
    reg [7:0] buffer_r [0:3];    
    reg [2:0] cnt_r;             
    reg [1:0] idx_r;             
    reg [7:0] tx_byte_r;         
    reg [7:0] rx_byte_r;         
    assign sdi_i = rx_byte_r[7];
    assign sdo_o = tx_byte_r[7];
    initial begin
        buffer_r[0] = 8'h00;
        buffer_r[1] = 8'h11;
        buffer_r[2] = 8'h22;
        buffer_r[3] = 8'h33;        
    end
    initial begin
        en_r      = 1'b0;
        cnt_r     = 3'b000;
        idx_r     = 2'b00;
        tx_byte_r = buffer_r[idx_r];
        rx_byte_r = 8'bXXXXXXXX;
    end
    always @(posedge clk_i) begin
        ss_r <= {ss_r[0], ss_i};
        if (ss_r == 2'b10) begin
            en_r <= 1'b1;
        end 
        else if (ss_r == 2'b01) begin
            en_r  <= 1'b0;
            cnt_r <= 3'b000;
        end
        if (en_r == 1'b1) begin
            sclk_r <= {sclk_r[0], sclk_i};
            if (sclk_r == 2'b10) begin
                tx_byte_r <= {tx_byte_r[6:0], tx_byte_r[7]};
                rx_byte_r <= {rx_byte_r[6:0], rx_byte_r[7]};
                cnt_r <= cnt_r + 1;
                if (cnt_r == 3'b111) begin
                    cnt_r     <= 3'b000;
                    idx_r     <= (idx_r + 1) % 4;
                    tx_byte_r <= buffer_r[(idx_r + 1) % 4];
                end
            end
        end
    end
endmodule
</file>
<file path="./run.sh">
#!/bin/bash
# OpenROAD 26Q1-2900-gdf79404cd8, Yosys 0.63+post, stock flow scripts
make -C /OpenROAD-flow-scripts/flow DESIGN_CONFIG=/design/flow/config.mk WORK_HOME=/design/flow/orfs finish
</file>
==> impl_metrics.ini <==
; flow metrics
[routing]
drt-vias-per-instance = 2.88
antennaDiodeCount = 0
firstDrtPassIters = 2
initialDrtViolationCount = 5
num_vias = 357
drtAntennaViolNets = 0
wirelength_um = 853
drc = 0
wl_per_cell_um = 6.88

[status]
status = completed

[layout]
fin_util_pct = 17.4
area_delta_synth_final_pct = 23.1
finalInstanceArea_sq_um = 820
layout-drive-gt1-share_pct = 5.26
fin_cells = 124

[floorplanning]
die_x_um = 90
dieArea_sq_um = 8100
ios = 5
die_h_um = 90
core_area_sq_um = 4720
fp-row-count = 25
fp_util_pct = 14.1

[power_and_ir_drop]
power_frac_seq_pct = 59.8
power.density_nw_per_um2 = 825
pwr-share-clk_pct = 34.2
p_comb_share_pct = 6.1
p_int_mw = 0.538
max-vdd-ir-drop_mv = 0.425
switching_power_mw = 0.138
p_leak_nw = 0.300
p_sw_share_pct = 20.4

[logic_synthesis]
synth_cell_type_count = 16
netlist_area_sq_um = 666
ys_seq_share_pct = 72.2
yosys_register_bits = 18
synth.avg_cell_area_sq_um = 13.1
ys_cells = 51
ys_area_sq_um = 666
yosysWarnings = 0
synthCells = 51

[global_routing]
grt-ovfl-total = 0
grt_pass1_vias = 389
grtUsageTotal_pct = 2.26
antenna_found_initial = 0
grt_max_degree = 12
grt_first_pass_wirelength_um = 1610

[critical_path]
cp_data_arrival_time_ns = 1.59
required_ns = 2.21
start_kind = flop
endpoint_kind = flop
cp_max_fo = 11
critical_path_class = reg -> reg

[worst_hold_path]
hp-class = reg -> reg

[clocking]
postCtsResizedCells = 0
tritoncts = done
clock-sinks = 18
hold_buffers = 0
post_cts_buffers = 0
h-tree-depth = 1
clockBufferDepth = 2
cts_made_buffers = 3
clkTransAtPathRegs_ns = 0.07
insertion_delay_ns = 0.25
cts-root-buf = clkbuf_8

[sta]
layout_min_cycle_time_ns = 1.58
fin_worst_skew_ns = 0.00512
slew_viol_final = 0
hold_ws_ns = 0.370
tightest_slew_ns = 0.364
max_clock_freq_mhz = 633
period_used_pct = 71.8
report.final.setup_viol = 0
relSlewSlack_pct = 75.7
rsz0062_at_grt = no
fin_setup_tns_ns = 0
hold_viol_final = 0

[placement]
routabilityCongestion = 0.746
place_area_sq_um = 774
placedCellCount = 120
port_buffers = 3
hpwl_um = 618

[run]
tool_warnings = 26
maxCapViolations = 0
==> critical path, stage by stage (launching register included) <==
cell     delay, ns
dfxtp_1       0.35
ha_1          0.16
ha_1          0.37
inv_1         0.10
or2_1         0.26
o21a_1        0.11
==> placed cells by master (no fill, tap or decap) <==
master,instances
edfxtp_1,12
inv_1,6
nand2_1,6
dfxtp_1,6
nor2b_1,4
nand3_1,3
o21ai_0,3
clkbuf_8,3
clkdlybuf4s50_1,3
o21a_1,2
ha_1,2
nand3b_1,1
nand2b_1,1
o31ai_1,1
xor2_1,1
or2_1,1
nor2_1,1
clkbuf_1,1
==> layout make-up <==
cell class / instances / area [sq um]
Inverter: 6 / 22.5
Timing Repair Buffer: 3 / 30.0
Clock buffer: 4 / 45.0
Tap cell: 67 / 83.8
Fill cell: 511 / 3900
Multi-Input combinational cell: 26 / 158
Sequential cell: 18 / 480
==> metrics by stage <==
stage,power [mW],worst slack (ns)
floorplan,0.436,0.947
global placement,0.447,0.645
detailed placement,0.452,0.633
CTS,0.677,0.621
global route,0.703,0.487
finish,0.676,0.620
==> routing by layer <==
metal,vias to the layer above,track usage [%],share of wire (%)
met5,-,0,0
met4,0,0.663,2.7
met3,3,1.17,6.3
met2,8,3.15,38
met1,161,2.99,53
li1,185,-,-
==> logic make-up (layout without fill, tap and decap cells) <==
logic type                 Yosys count  in the layout  share of synthesized area [%]
AOI/OAI and AO/OA                    6              6                           5.64
xor gates and xnor gates             1              1                           1.32
adders and majority gates            2              2                           3.76
buffers and inverters                7             13                           4.13
DFF                                 18             18                           72.2
and+or+nand+nor                     17             17                           13.0
==> Yosys cell counts <==
cell      number  share of area (%)
ha_1           2                3.8
or2_1          1               0.94
o21a_1         2                2.3
nor2b_1        4                3.8
xor2_1         1                1.3
nand2_1        6                3.4
inv_1          6                3.4
nand3_1        3                2.3
nor2_1         1               0.56
buf_2          1               0.75
edfxtp_1      12                 54
nand2b_1       1               0.94
o31ai_1        1                1.1
o21ai_0        3                2.3
nand3b_1       1                1.1
dfxtp_1        6                 18
==> path summary, 6_finish.rpt <==
kind               startpoint                      to  slack, ns  cells after the start
min reg2reg   ss_r[0]$_DFF_P_         ss_r[1]$_DFF_P_       0.37                      0
max          cnt_r[0]$_DFF_P_  tx_byte_r[1]$_DFFE_PP_       0.62                      5
min           ss_r[0]$_DFF_P_         ss_r[1]$_DFF_P_       0.37                      0
max reg2reg  cnt_r[0]$_DFF_P_  tx_byte_r[1]$_DFFE_PP_       0.62                      5
==> power groups by stage <==
stage / Clock (mW) / Combinational, mW / Sequential, mW
after CTS: 0.231 / 0.0418 / 0.404
after global routing: 0.246 / 0.0496 / 0.408
final: 0.231 / 0.0411 / 0.404
==> flip-flops by register name (all words and copies together), names as in the netlist <==
register and flops:
cnt_r 3, idx_r 2, sclk_r 2, tx_byte_r 8, ss_r 2, en_r 1
Power figures rest on the tool's default switching activity, not on a simulated workload.
