[./design.v]
`timescale 1ns / 1ps
module clock_divider #(parameter PSC = 100) (
    input  clk_i,
    output clk_o
    );
    reg        clk_r;          
    reg [31:0] cnt_r = 32'b0;  
    assign clk_o = clk_r;
    always @(posedge clk_i) begin
        if (cnt_r == PSC - 1) begin
            cnt_r <= 32'b0;
            clk_r <= 1;
        end 
        else begin
            cnt_r <= cnt_r + 1;
            clk_r <= 0;
        end
    end
endmodule
`timescale 1ns / 1ps
module seven_segment_display(
    input        clk_i,
    input        en_i,
    input  [3:0] dig3_i,
    input  [3:0] dig2_i,
    input  [3:0] dig1_i,
    input  [3:0] dig0_i,
    output [3:0] an_o, 
    output [6:0] ca_o
    );
    wire       clk_w;
    wire [1:0] sel_w;
    reg  [3:0] num_r;
    clock_divider #(.PSC(100000)) clock_divider_inst(
        .clk_i(clk_i),
        .clk_o(clk_w)
    );
    anode_driver anode_driver_inst(.clk_i(clk_w), .en_i(en_i), .an_o(an_o), .sel_o(sel_w));
    cathode_driver cathode_driver_inst(.num_i(num_r), .ca_o(ca_o));
    always @* begin
        case (sel_w)
            0 : num_r = dig3_i;  
            1 : num_r = dig2_i;
            2 : num_r = dig1_i;
            3 : num_r = dig0_i;  
        endcase
    end
endmodule
module anode_driver(
    input        clk_i,
    input        en_i,
    output [3:0] an_o,
    output [1:0] sel_o
    );
    reg [3:0] an_r;
    reg [1:0] sel_r;
    assign an_o = an_r;
    assign sel_o = sel_r;
    initial begin
        an_r  <= 4'b0111;
        sel_r <= 2'b00;
    end
    always @(posedge clk_i) begin
        if (en_i == 1) begin
            if (sel_o == 3) begin
                an_r  <= 4'b0111;
                sel_r <= 2'b00;
            end else begin
                sel_r = sel_r + 1;
                case (sel_o)
                    0       : an_r = 4'b0111;  
                    1       : an_r = 4'b1011;
                    2       : an_r = 4'b1101;
                    3       : an_r = 4'b1110;  
                    default : an_r = 4'bxxxx;  
                endcase
            end
        end
    end
endmodule
module cathode_driver(
    input  [3:0] num_i,
    output [6:0] ca_o
    );
    reg [6:0] ca_r;
    assign ca_o = ca_r;
    always @* begin
        case (num_i)
            4'b0000 : ca_r = 7'b0000001;  
            4'b0001 : ca_r = 7'b1001111;  
            4'b0010 : ca_r = 7'b0010010;  
            4'b0011 : ca_r = 7'b0000110;  
            4'b0100 : ca_r = 7'b1001100;  
            4'b0101 : ca_r = 7'b0100100;  
            4'b0110 : ca_r = 7'b0100000;  
            4'b0111 : ca_r = 7'b0001111;  
            4'b1000 : ca_r = 7'b0000000;  
            4'b1001 : ca_r = 7'b0000100;  
            4'b1010 : ca_r = 7'b0001000;  
            4'b1011 : ca_r = 7'b1100000;  
            4'b1100 : ca_r = 7'b0110001;  
            4'b1101 : ca_r = 7'b1000010;  
            4'b1110 : ca_r = 7'b0110000;  
            4'b1111 : ca_r = 7'b0111000;  
        endcase
    end
endmodule
[./config.mk]
export PLATFORM = sky130hd
export DESIGN_NAME = seven_segment_display
export DESIGN_NICKNAME = seven_segment_display
export VERILOG_FILES = /design/flow/design.v
export SDC_FILE = /design/flow/constraint.sdc
export NUM_CORES = 4
export LEC_CHECK = 1
export CORE_AREA = 10 10 108 108
export DIE_AREA = 0 0 118 118
[./constraint.sdc]
current_design seven_segment_display

set clk_period 4.0
set clk_io_pct 0.2

create_clock -name clk0 -period $clk_period [get_ports {clk_i}]

set non_clock_inputs [all_inputs -no_clocks]
set_input_delay [expr $clk_period * $clk_io_pct] -clock clk0 $non_clock_inputs
set_output_delay [expr $clk_period * $clk_io_pct] -clock clk0 [all_outputs]
[./run.sh]
#!/bin/bash
# OpenROAD 26Q1-2900-gdf79404cd8, Yosys 0.63+post, stock flow scripts
make -C /OpenROAD-flow-scripts/flow DESIGN_CONFIG=/design/flow/config.mk WORK_HOME=/design/flow/orfs finish
==> impl_metrics.yaml <==
# flow metrics
clock_tree:
  tritoncts: "built"
  cts_made_buffers: 5
  cts_max_path_buffers: 2
  clk_pin_slew_ps: 60
  hold_buffers: 0
  cts-root-buf: "clkbuf_8"
  clk-insertion-delay-late_ps: 280
  htree_levels: 2
placed_design:
  dp_hpwl_um: 3010
  gp_congestion: 0.858
  port_buffers: 27
  place_ws_ps: 139
  dpl.cell_count: 358
global_route:
  antenna_found_initial: 0
  grt_usage_pct: 5.63
  grt_pass1_vias: 1454
  grt_remaining_overflow: 0
  grt_max_degree: 12
  grt_pass1_wl_um: 6900
sta:
  hold_viol_final: 0
  period_used_pct: 95.2
  fmax_ghz: 0.263
  rsz0062_at_grt: "no"
  fin_ws_ps: 191
  tightest_slew_ps: 881
  clock_skew_ps: 3.95
  unclocked_pins: 4
  untimed_endpoints: 11
  final-setup-viol-count: 0
  setup_tns_ps: 0
  fin_crit_ps: 3810
  max_slew_margin_pct: 40.7
  maxSlewViolCount: 0
synth:
  ys_cells: 207
  synth-main-ff-cell: "dfxtp_1"
  ys_warn_count: 4
  synth_cells: 207
  top_cells_by_area: "dfxtp_1 (33%), xnor2_1 (9.6%), ha_1 (6.9%)"
  ys.flops: 37
  ys_seq_share_pct: 39.1
  largest_area_cell: "dfxtp_1"
  ys_chip_area_um2: 2000
  async_reset_ff_share_pct: 0
  synth_cell_types: 41
  top_cell_area_share_pct: 33.1
  synth_area_um2: 2000
  edf_count: 4
  synth.avg_cell_area_um2: 9.65
worst_setup_path:
  cp_max_fo: 6
  cpMostUsedCell: "clkdlybuf4s50_1"
  path_cells: "clkdlybuf4s50_1, a222oi_1, mux2i_2, ha_1, mux2_2, o22ai_1, clkdlybuf4s50_1"
  crit_arrival_ps: 3010
  worst_path_largest_cell_delay_ps: 490
  crit_path_start_kind: "input pin"
  crit_path_end_kind: "output port"
  path_delay_family: "buffers and inverters"
  cpMaxStageDelayCell: "clkdlybuf4s50_1"
  critPathKind: "in -> out"
  crit_required_ps: 3200
  cp_num_buf_inv: 2
floorplan:
  fp.dieH_um: 118
  fp.coreArea_um2: 9280
  fp_util_pct: 21.5
  die_x_um: 118
  std_cell_rows: 35
  die_area_um2: 13900
  io_pins: 29
job:
  tool_warnings: 32
  maxCapViolations: 0
drt:
  diodes: 0
  post_drt_wl_per_cell_um: 10.9
  drt-pass1-iter-count: 4
  drt_wl_total_um: 3990
  viasPerCell: 4.30
  ant_nets: 0
  remaining_drc_errors: 0
  drt_iter0_drc: 69
  vias: 1568
layout:
  logic_area_um2: 1130
  finalNonFillerCells: 365
  postLayoutCoreUtil_pct: 26.9
  regArea_um2: 781
  fillers: 988
  syn2layout_area_growth_pct: 25.1
  drive_above_1_share_pct: 8.47
pwr:
  p_leak_nw: 0.866
  max-vdd-ir-drop_mv: 0.131
  power.density_nw_per_um2: 250
outcome:
  outcome: "finished clean"
worst_hold_path:
  hp-class: "reg -> reg"
## sequential cells by signal, summed over array words and instances (netlist names)
signal and cells:
anode_driver_inst.an_r 3, anode_driver_inst.sel_r 1, clock_divider_inst.clk_r 1, clock_divider_inst.cnt_r 32
## timing repair
item | 4_1_cts | 5_1_grt
setup endpoints to repair | 0 | 2
buffers inserted | 0 | 0
resized | 0 | 1
hold endpoints to repair | 0 | 0
## power breakdown
| group | internal (mW) | switching [mW] | leakage, nW |
|---|---|---|---|
| clock | 0.136 | 0.113 | 0.0443 |
| combinational | 0.0311 | 0.0144 | 0.519 |
| sequential | 0.329 | 0 | 0.302 |
## logic make-up after synthesis
group,Yosys count,share of synthesized area [%]
simple gates,80,24.3
buf+inv,22,4.64
other cells,1,0.188
xor+xnor,28,12.7
compound gates,15,5.58
mux,13,6.64
flops,37,39.1
fa+ha+maj,11,6.89
## area by class of cell
type,instances,share of cell area (%)
timing repair buffer,29,11.4
tap,129,6.46
sequential,37,31.3
clock buffer,7,3.46
inverter,15,2.25
multi-input combinational,148,45.1
## metal layers
layer / part of all wire (%) / global-route usage, %
met1: 48 / 7.51
met4: 1.3 / 0.850
met3: 3.7 / 1.31
met2: 47 / 9.27
met5: 0 / 0
## Yosys cell counts (3+ instances only)
master     n
mux2i_1   11
and4_1     4
o22ai_1    4
inv_1     15
dfxtp_1   33
xnor2_1   22
ha_1      11
nor3_1     3
edfxtp_1   4
nand4_1   15
and2_1     3
nand3_1   11
xor2_1     5
nor2_1    10
a222oi_1   4
nor4_1     6
and3_1     4
nand2_1    8
## worst paths after layout
path	startpoint	cells after the start	end	slack (ps)
worst min-delay path	clock_divider_inst.cnt_r[31]	1	clock_divider_inst.cnt_r[31]	460
worst min register to register	clock_divider_inst.cnt_r[31]	1	clock_divider_inst.cnt_r[31]	460
worst max-delay path	dig0_i[1]	7	ca_o[2]	190
worst max register to register	clock_divider_inst.cnt_r[0]	5	clock_divider_inst.cnt_r[20]	1950
## worst register-to-register path, stage by stage, from the launching register on
cell and delay (ps):
dfxtp_1 390, ha_1 220, nand4_1 160, nor4_1 810, nand3_1 190, xnor2_1 160
## metrics by stage
step	cell area [um^2]	total power [mW]	hold WS, ps
after floorplan	2000	0.353	435
after global placement	2410	0.382	452
after detailed placement	2410	0.382	455
after CTS	2490	0.633	467
after global routing	2500	0.653	509
final	2500	0.624	463
## placed cells by master, fill, tap and decap left out, drive strengths merged, types with 3 or more instances in the layout
cell	n
o22ai	4
mux2i	11
and2	3
inv	15
a222oi	4
xnor2	23
nor3	4
ha	11
dfxtp	33
nor4	8
edfxtp	4
nor2	10
nand2	8
and3	4
nand3	12
clkdlybuf4s50	27
xor2	5
clkbuf	7
and4	4
nand4	15
Power is estimated from default activity; no workload was simulated.
