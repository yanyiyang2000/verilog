[flow/run.sh]
#!/bin/bash
# OpenROAD 26Q1-2900-gdf79404cd8, Yosys 0.63+post, stock flow scripts
make -C /OpenROAD-flow-scripts/flow DESIGN_CONFIG=/design/flow/config.mk WORK_HOME=/design/flow/orfs finish
[flow/config.mk]
export PLATFORM = sky130hd
export DESIGN_NAME = ws2812b_driver
export DESIGN_NICKNAME = ws2812b_driver
export VERILOG_FILES = /design/flow/design.v
export SDC_FILE = /design/flow/constraint.sdc
export NUM_CORES = 4
export LEC_CHECK = 1
export CORE_UTILIZATION = 30
[flow/constraint.sdc]
current_design ws2812b_driver

set clk_period 3.3
set clk_io_pct 0.2

create_clock -name clk0 -period $clk_period [get_ports {clk_i}]

set non_clock_inputs [all_inputs -no_clocks]
set_input_delay [expr $clk_period * $clk_io_pct] -clock clk0 $non_clock_inputs
set_output_delay [expr $clk_period * $clk_io_pct] -clock clk0 [all_outputs]
[flow/design.v]
`timescale 1ns / 1ps
module ws2812b_driver #(
    parameter NUM_LED = 768
    )(
    input         clk_i,  
    output        bit_o
    );
    reg [15:0] addr_r;           
    reg [15:0] bytes_r[255:0];   
    reg        bit_r;            
    reg [7:0]  byte_r;           
    reg [15:0] clk_cnt_r;        
    reg [3:0]  bit_cnt_r;        
    reg [9:0]  byte_cnt_r;       
    reg [15:0] frame_cnt_r;      
    reg [1:0]  state_r;          
    assign bit_o  = bit_r;
    initial begin
        bit_r       <= 1'b0;
        byte_r      <= 8'hXX; 
        clk_cnt_r   <= 16'd0;
        bit_cnt_r   <= 4'd0;
        byte_cnt_r  <= 10'd1;
        frame_cnt_r <= 16'd1;
        state_r     <= 2'b00;
    end
    initial begin
        for (integer i = 0; i < 256; i = i + 1) begin
            bytes_r[i] = 8'h00;
        end
        bytes_r[ 3 * (NUM_LED - 1) ]     <= 8'hFF;
        bytes_r[ 3 * (NUM_LED - 1) + 1 ] <= 8'hFF;
        bytes_r[ 3 * (NUM_LED - 1) + 2 ] <= 8'hFF;
        addr_r <= 16'h0000;
    end
    always @(posedge clk_i) begin
        case (state_r)
            2'b00: begin                                         
                if (clk_cnt_r == 5000) begin                         
                    clk_cnt_r <= 16'd0;
                    byte_r    <= bytes_r[addr_r];
                    addr_r    <= addr_r + 1;
                    state_r   <= 2'b01;
                end
                else begin                                           
                    clk_cnt_r <= clk_cnt_r + 1;
                    state_r   <= 2'b00;
                end
            end
            2'b01: begin                                         
                if (bit_cnt_r == 4'd8) begin                         
                    if (byte_cnt_r == 3 * NUM_LED) begin                 
                        if (frame_cnt_r == 3000) begin                       
                            addr_r      <= (addr_r + 3) % (3 * NUM_LED);
                            frame_cnt_r <= 16'd1;
                        end
                        else begin                                           
                            addr_r      <= addr_r - 3 * NUM_LED;
                            frame_cnt_r <= frame_cnt_r + 1;
                        end
                        bit_cnt_r  <= 4'd0;
                        byte_cnt_r <= 10'd1;
                        state_r    <= 2'b00;
                    end
                    else begin                                           
                        byte_r     <= bytes_r[addr_r];
                        addr_r     <= addr_r + 1;
                        bit_cnt_r  <= 4'd0;
                        byte_cnt_r <= byte_cnt_r + 1;
                        state_r    <= 2'b01;
                    end
                end
                else begin                                               
                    if (byte_r[bit_cnt_r] == 1'b0) begin                     
                        state_r <= 2'b10;
                    end
                    else begin                                               
                        state_r <= 2'b11;
                    end
                end
            end
            2'b10: begin                                         
                if (clk_cnt_r < 40) begin                            
                    bit_r     <= 1'b1;
                    clk_cnt_r <= clk_cnt_r + 1;
                end
                else if (clk_cnt_r >= 40 && clk_cnt_r < 125) begin   
                    bit_r     <= 1'b0;
                    clk_cnt_r <= clk_cnt_r + 1;
                end
                else if (clk_cnt_r == 125) begin                     
                    clk_cnt_r <= 16'd0;
                    bit_cnt_r <= bit_cnt_r + 1;
                    state_r   <= 2'b01;
                end
            end
            2'b11: begin                                         
                if (clk_cnt_r < 80) begin                            
                    bit_r     <= 1'b1;
                    clk_cnt_r <= clk_cnt_r + 1;
                end
                else if (clk_cnt_r >= 80 && clk_cnt_r < 125) begin   
                    bit_r     <= 1'b0;
                    clk_cnt_r <= clk_cnt_r + 1;
                end
                else if (clk_cnt_r == 125) begin                     
                    clk_cnt_r <= 16'd0;
                    bit_cnt_r <= bit_cnt_r + 1;
                    state_r   <= 2'b01;
                end
            end
        endcase
    end
endmodule
==> ci_impl_report.md <==
## Synthesis and layout report

| Metric | Value |
|---|---|
| Share of synthesized area occupied by flip-flops and latches | `0.5013` |
| Final antenna diode count | `0` |
| Leakage power | `0.6801 nW` |
| Depth of the worst register-to-register path | `7` |
| Sequential standard cell area | `960.9 um2` |
| Tally of OpenROAD warnings | `30` |
| Number of global-route vias before repair | `1,254` |
| Total negative setup slack | `0 ns` |
| Worst slew margin relative to its limit | `0.5155` |
| Critical path type | `flop to flop` |
| Number of flops mapped to enable cells by yosys | `32` |
| Number of distinct library cell variants in the gate-level netlist after synthesis | `42` |
| Main flop type | `edfxtp_1` |
| Core Footprint | `6026 um2` |
| Area after detailed placement | `1993 um2` |
| Clock net sink count | `32` |
| Area of all placed cells without fillers | `2101 um2` |
| Setup violation total in the final timing report | `0` |
| Cell type contributing the most total cell area after synthesis | `edfxtp_1` |
| Kind of path behind the tightest hold check | `flop to flop` |
| Worst Hold Slack | `0.5678 ns` |
| Count of vias placed by the detailed router | `1,378` |
| Highest Clock Rate | `0.3743 GHz` |
| Filler Cell Count | `577` |
| Number of cells upsized or downsized after cts | `0` |
| Skew final | `0.006953 ns` |
| Buffers added on ports | `1` |
| Launching element type of the critical path | `flop` |
| Post-route core utilization | `0.3486` |
| Power density over the cells | `383.0 nW/um2` |
| Arrival time at the worst endpoint | `2.70 ns` |
| Number of cells in the yosys synthesis report | `184` |
| Placed cells | `255` |
| Maximum ir drop on the vdd rail | `202.6 uV` |
| Result of the run | `finished clean` |
| Aggregate routed wire length | `3404 um` |
| Post-detailed-placement half-perimeter wirelength | `2318 um` |
| Maximum number of pins on one net before global-route repair | `29` |
| Peak per-stage delay on the critical path | `0.51 ns` |
| Number of DRC markers after the initial detailed-route iteration | `112` |
| TritonCTS clock tree | `built` |
| Setup Fix Bufs, Post-CTS | `0` |
| Antenna violations before repair | `0` |
| Die outline area | `6713 um2` |
| Setup slack on the worst flop-to-flop path | `0.63 ns` |
| Area of the mapped netlist | `1917 um2` |
| Worst Hold Endpoint | `state_r[0]$_DFFE_PP_` |
| Synthesized netlist cell count | `184` |
| Row count | `28` |
| Count of nets left with antenna violations after detail routing | `0` |
| Horizontal die dimension | `81.94 um` |
| Synth warn | `1` |
| Final Slew Violations | `0` |
| Cell types with the largest area share after synthesis | `edfxtp_1 (50%), ha_1 (5.2%), nand3_1 (4.2%), xnor2_1 (4.1%), a21oi_1 (3.1%)` |
| H-tree depth | `2` |
| Total cell area reported by yosys after synthesis | `1917 um2` |
| Sum of internal, switching and leakage power | `0.8047 mW` |
| TritonRoute pass-1 iters | `4` |
| Slowest cell on crit path | `edfxtp_1` |
| Min setup slack post-route | `0.6283 ns` |
| Minimum clock period | `2.672 ns` |
| Top Layer Used | `met4` |
| Post-Place Worst Slack | `0.6633 ns` |
| Number of hold buffers added after CTS | `0` |
| Share of final-layout standard cells stronger than drive strength 1 | `0.07979` |
| Routed wire length on met2 | `1502 um` |
| Height of the chip | `81.94 um` |
| Clock latency reported for the late side of the worst-skew pair | `0.28 ns` |
| Total clock buffers created by CTS | `5` |
| WL per Instance | `12.94 um` |
| Async S/R FF share, synth | `0` |
| Slew at the pin closest to its max-slew limit | `0.7245 ns` |
| Combined area of the multi-input logic cells | `868.3 um2` |
| GRT Total Usage | `0.1153` |
| GR Overflow Total | `0` |
| Synth top area share | `0.5013` |
| Launch point of the worst hold path | `byte_r[6]$_DFFE_PP_` |
| Required time at the worst-slack endpoint | `3.33 ns` |
| Longest Clk Path Bufs | `2` |
| Routability congestion estimate from global placement | `0.8305` |
| Average cell area after synthesis | `10.42 um2` |
| Synthesis-to-finish area growth | `9.595%` |
| Reg clk slew, reported paths | `0.07 ns` |
| DR vias/cell | `5.240` |
| Met3 wire length | `99 um` |
| Start of the worst register-to-register path | `clk_cnt_r[0]$_DFFE_PP_` |
| Endpoint of the lowest-slack register-to-register path | `clk_cnt_r[8]$_DFFE_PP_` |
| Number of stages on the worst hold path | `2` |
| Kind of end point of the critical path | `flop` |
| Global-route wire length before repair | `5830 um` |
| Initial Utilization | `0.3181` |
| Remaining DRCs | `0` |
| IO Pins | `2` |
| Peak fanout along the critical path | `28` |
| Number of max-capacitance violations reported | `0` |
| CTS Root Cell | `clkbuf_8` |
| RSZ-0062 raised after global routing | `false` |
| Count of non-filler cells in the finished layout | `263` |
| Crit-path cells | `inv_1 > ha_1 > or4b_1 > nor4_2 > o22ai_4 > and3_1 > a221o_1` |
| Final Hold Violation Tally | `0` |
| Period utilization | `0.8096` |
| Post-synthesis sequential element count | `32` |
| DRT met1 WL | `1733 um` |
## worst max-delay path, delay by kind of cell (launching register included)
family          cells  cell delay (ns)
flops               1             0.51
simple gates        3             1.12
fa+ha+maj           1             0.14
buf+inv             1             0.13
compound gates      2             0.53
## placed cells by master, fill, tap and decap left out, types with 2 or more instances in the layout
cell	n
edfxtp_1	32
nand3_1	16
nand2_1	14
inv_1	12
a21oi_1	12
nor2_1	10
a31oi_1	9
xnor2_1	9
ha_1	8
and3_1	7
nor3_1	6
clkbuf_8	5
nand3b_1	4
and2_1	4
o21ai_0	4
nand4_1	3
nor4_1	2
o21ai_1	2
a221o_1	2
buf_4	2
## worst max-delay path by stage
stage	from	cells past startpoint	endpoint	slack [ns]
CTS	clk_cnt_r[0]$_DFFE_PP_	7	clk_cnt_r[3]$_DFFE_PP_	0.64
global route	clk_cnt_r[10]$_DFFE_PP_	5	clk_cnt_r[15]$_DFFE_PP_	0.42
finish	clk_cnt_r[0]$_DFFE_PP_	7	clk_cnt_r[8]$_DFFE_PP_	0.63
## layout make-up
type / instances / share of cell area
repair buffers: 3 / 0.01191
multi-input cells: 133 / 0.4133
inverters: 12 / 0.02144
flip-flops and latches: 32 / 0.4574
clock buffers: 6 / 0.03454
well taps: 75 / 0.04467
clock inverters: 2 / 0.01668
## synth_stat cells (all sizes together) (3+ instances only)
cell,number
edfxtp,32
and2,4
nand4,3
nor3,6
nand3,16
xnor2,9
a21oi,12
nand2,14
buf,3
clkbuf,4
and3,7
nand3b,4
o21ai,7
inv,12
ha,8
nor2,10
nor4,3
a31oi,9
## where the power goes
part / internal, mW / switching, mW / total, mW
registers: 0.440 / 0 / 0.440
logic: 0 / 0 / 0.000000253
clock network: 0.224 / 0.141 / 0.365
## flip-flops by register name, indices dropped and copies added, names as in the netlist
register,flops
clk_cnt_r,16
addr_r,8
bit_cnt_r,4
state_r,2
bit_r,1
byte_r,1
## logic make-up (layout without fill, tap and decap cells)
| group | Yosys count | after routing | share of synthesized area |
|---|---|---|---|
| xor gates and xnor gates | 10 | 10 | 0.04570 |
| DFF | 32 | 32 | 0.5013 |
| adders and majority gates | 8 | 8 | 0.05222 |
| buffers and inverters | 19 | 23 | 0.04568 |
| AOI/OAI and AO/OA | 39 | 39 | 0.1371 |
| and+or+nand+nor | 76 | 76 | 0.2180 |
## layer usage
layer  up-vias  global-route usage
met4         0             0.02105
met1       646              0.1791
li1        700                   -
met2        25              0.1744
met3         7             0.02029
met5         -                   0
Power figures rest on the tool's default switching activity, not on a simulated workload.
